==> config.mk <==
export PLATFORM = sky130hd
export DESIGN_NAME = pwmLED_Fader
export DESIGN_NICKNAME = pwmLED_Fader
export VERILOG_FILES = /design/flow/design.v
export SDC_FILE = /design/flow/constraint.sdc
export NUM_CORES = 4
export LEC_CHECK = 1
export CORE_UTILIZATION = 30
==> constraint.sdc <==
current_design pwmLED_Fader

set clk_period 5.1
set clk_io_pct 0.2

create_clock -name clk0 -period $clk_period [get_ports {clk}]

set non_clock_inputs [all_inputs -no_clocks]
set_input_delay [expr $clk_period * $clk_io_pct] -clock clk0 $non_clock_inputs
set_output_delay [expr $clk_period * $clk_io_pct] -clock clk0 [all_outputs]
==> design.v <==
module pwmLED_Fader (
    input clk,           
    input reset_n,
    output PL_LED_G     
);
reg [7:0] pwm_counter = 8'd0;
reg [7:0] duty_cycle_reg = 8'd0;  
always @(posedge clk or negedge reset_n) begin
    if (!reset_n) begin
        pwm_counter <= 8'd0;
    end else begin
        pwm_counter <= pwm_counter + 1;
    end
end
assign PL_LED_G = (pwm_counter < duty_cycle_reg);
reg [24:0] clock_divider_count = 25'd0;
reg next_duty_cycle_flag = 1'b0;  
reg fade_direction = 1'b0;
always @(posedge clk or negedge reset_n) begin
    if (!reset_n) begin
        clock_divider_count <= 25'd0;
        next_duty_cycle_flag <= 1'b0;
    end else if (clock_divider_count == 25'd33000000) begin  
        clock_divider_count <= 25'd0;
        next_duty_cycle_flag <= 1'b1;  
    end else begin
        clock_divider_count <= clock_divider_count + 1;
        next_duty_cycle_flag <= 1'b0;
    end
end
always @(posedge clk or negedge reset_n) begin
    if (!reset_n) begin
        duty_cycle_reg <= 8'd0;
        fade_direction <= 1'b0;
    end else if (next_duty_cycle_flag) begin
        if (fade_direction == 1'b0) begin  
            if (duty_cycle_reg == 8'hFF)  
                fade_direction <= 1'b1;
            else
                duty_cycle_reg <= duty_cycle_reg + 1;
        end else begin  
            if (duty_cycle_reg == 8'd0)  
                fade_direction <= 1'b0;
            else
                duty_cycle_reg <= duty_cycle_reg - 1;
        end
    end
end
endmodule
==> run.sh <==
#!/bin/bash
# OpenROAD 26Q1-2900-gdf79404cd8, Yosys 0.63+post, stock flow scripts
make -C /OpenROAD-flow-scripts/flow DESIGN_CONFIG=/design/flow/config.mk WORK_HOME=/design/flow/orfs finish
==> results.txt <==
The implementation run finished. Core utilization of the finished layout landed at 34.4%. The initial antenna violation count is 0. Clock skew on the completed layout was measured at 4.61 ps. Maximum ir drop on the vdd rail landed at 95.1 uV. Average vias per placed instance landed at 4.75.

STA classifies the critical path endpoint as a primary output. The highest clock rate this design can be run at is 0.307 GHz. The most critical hold endpoint after final layout shows a slack of 481 ps. Number of hold buffers added after cts landed at 0.

Static leakage power landed at 0.00115 uW. Number of distinct library cell variants in the gate-level netlist after synthesis landed at 46. Normalized max-slew margin landed at 58.4%. Looking at the post-CTS report, the setup buffer insertion count equals 0.

STA reports the tightest min-delay check as being of type flop to flop. Between the synthesized netlist and the finished layout, the area growth was recorded as 10.8%. TritonCTS built the clock tree. The worst setup path is launched from a flop. The report lists the number of cells resized after CTS as 0. Summing every instance area after synthesis gives 2400 um2. Data arrival time at the worst-slack endpoint landed at 2240 ps. HPWL reported at the end of detailed placement landed at 2810 um.

Pins over their slew limit in the final report were tallied at 0. Via count of the routed design landed at 1,633. Iteration tally of the first detailed-router pass landed at 4. Per-instance average area after synthesis landed at 10.4 um2. Power comes to 603 uW.

The tree built by TritonCTS fans out to 43 sinks. The later pin in the worst-skew pair is clocked with a latency of 290 ps. The run finished with clean final reports. The post-synth register bit count is 43. Number of nets still failing antenna checks after routing landed at 0. TritonCTS created 5 clock buffers. Register-to-register setup slack landed at 2930 ps. The H-tree generated during clock tree synthesis spans 2 levels. Summed over all layers, the global routing overflow is 0.

TritonRoute reported its final design rule violation total as 0. The register with the most flip-flops in the layout has 25 of them. Final critical-path share of the clock period landed at 64.0%. For this block, the routed nets add up to 4000 um of wire. The critical path is of the flop to primary output type. Global routing usage summed across all routing layers landed at 10.8%. Warning total across the stage logs landed at 26. From bottom edge to top edge, the die measures 91.5 um. In this run the clock root is driven by a sky130_fd_sc_hd__clkbuf_8.

Overall die area landed at 8370 um2. Cell total in the yosys stat output landed at 232. The floorplan has 32 rows. At the end of routability-driven placement, the weighted congestion stood at 0.826. In this run the tool buffered the top-level ports with 2 buffer cells.

Of the cells placed in the final design, the portion with a size suffix greater than 1 is 8.26%. In the final routed layout, each cell accounts on average for 11.6 um. The number of maximum-capacitance violations recorded for the run is 0.

Setup TNS after final layout landed at 0 ps. 3 I/O pins were placed. Per the OpenROAD floorplan log, the width of the die is 91.5 um. Total power normalized to cell area comes to 227 nW/um2. Per the final timing report, the hold violations number 0. Number of antenna repair diodes landed at 0. Looking at the max-slew report, the worst-margin pin has a slew of 618 ps. Clock input transition at the sequential cells of the worst setup and hold paths landed at 70 ps. Via count of the first global-routing pass landed at 1,591.

Setup violation total in the final timing report landed at 0. The first global-routing pass estimated 7290 um of wire. Setup repair after global routing left no endpoint under its margin.

Required time at the worst-slack endpoint landed at 4080 ps. The detailed router finished its first iteration with 32 violations. The chip area line in the Yosys stat output reads 2400 um2. Final critical-path required period landed at 3260 ps. Warning count from the yosys run landed at 1. Starting density of the core landed at 31.1%. No sink is reached through more buffers than the 2 on the longest clock path.

The core region is 7730 um2. Entering global routing, the biggest net connects 44 pins. Maximum fanout along the worst path landed at 4. Sequential fraction of the synthesis area landed at 44.8%. Synthesized netlist cell count landed at 232.
==> cells in the mapped netlist, drive strengths merged <==
library cell  count  share of area, %
and3              3              0.78
ha               16               8.3
xor2             14               5.1
buf               1              0.21
o21ai             3              0.78
o21a              2              0.62
nand2            11               1.7
o311ai            1              0.36
xnor2            17               6.2
nand3b            1              0.47
o211ai            2              0.62
clkbuf            1              0.16
nor2b             3              0.78
nor2             21               3.3
nor4b             1              0.36
nor4              2              0.78
nand2b            3              0.78
nand3            15               3.1
a211oi            3              0.94
mux2              2              0.94
o2111ai           1              0.36
or4               4               1.4
a311oi            1              0.36
a31oi             1              0.26
dfrtp            43                45
a21oi             6               1.3
or3               1              0.26
fa                1              0.83
o21bai            1              0.31
nor4bb            1              0.42
mux2i             5               2.1
and2              2              0.52
a21boi            2              0.78
a21o              6               1.9
nand4             7               2.1
inv              15               2.3
and4bb            1              0.52
o31a              1              0.36
nor3              8               1.7
and4              3               1.1
==> critical path, stage by stage (launching register included) <==
cell and delay (ps):
sky130_fd_sc_hd__dfrtp_1 410, sky130_fd_sc_hd__inv_1 120, sky130_fd_sc_hd__ha_1 250, sky130_fd_sc_hd__a21o_1 160
sky130_fd_sc_hd__a21o_1 170, sky130_fd_sc_hd__a211oi_1 230, sky130_fd_sc_hd__o31a_1 160, sky130_fd_sc_hd__clkdlybuf4s50_1 460
==> layout by cell type (no fill, tap or decap), types with 3 or more instances in the layout <==
cell type,Yosys,final
sky130_fd_sc_hd__xnor2_1,17,17
sky130_fd_sc_hd__ha_1,16,16
sky130_fd_sc_hd__nand2_1,11,11
sky130_fd_sc_hd__buf_4,0,3
sky130_fd_sc_hd__or4_1,3,3
sky130_fd_sc_hd__a211oi_1,3,3
sky130_fd_sc_hd__nand3_1,15,15
sky130_fd_sc_hd__a21oi_1,6,6
sky130_fd_sc_hd__inv_1,15,15
sky130_fd_sc_hd__dfrtp_1,43,43
sky130_fd_sc_hd__and3_1,3,3
sky130_fd_sc_hd__nor3_1,8,8
sky130_fd_sc_hd__mux2i_1,5,5
sky130_fd_sc_hd__nor2b_1,3,3
sky130_fd_sc_hd__xor2_1,14,14
sky130_fd_sc_hd__nand4_1,6,6
sky130_fd_sc_hd__a21o_1,6,6
sky130_fd_sc_hd__nand2b_1,3,3
sky130_fd_sc_hd__clkbuf_8,0,5
sky130_fd_sc_hd__nor2_1,21,21
==> power by group <==
group	total, uW	switching (uW)	internal, uW
Sequential	341	0	341
Combinational	7.14	6.37	0.773
Clock	256	112	144
==> through the flow <==
| stage | cell area, um2 | cells | setup WS [ps] |
|---|---|---|---|
| final | 2660 | 344 | 1840 |
| after detailed placement | 2560 | 337 | 2160 |
| after floorplan | 2400 | 232 | 2720 |
| after global placement | 2560 | 337 | 2160 |
| after global routing | 2660 | 344 | 1650 |
| after CTS | 2660 | 344 | 1810 |
==> cell families (layout without fill, tap and decap cells) <==
family / after synthesis / count (layout) / synth area share, %
and+or+nand+nor: 87 / 87 / 20.1
DFF: 43 / 43 / 44.8
xor gates and xnor gates: 31 / 31 / 11.3
AOI/OAI and AO/OA: 30 / 30 / 8.91
adders and majority gates: 17 / 17 / 9.17
buffers and inverters: 17 / 27 / 2.71
muxes: 7 / 7 / 3.02
==> metal layers <==
layer  track usage, %  vias up  part of all wire (%)
met2             16.8       13                    43
met1             16.6      772                    54
li1                 -      841                     -
met4             1.19        0                   1.2
met3             1.87        7                   2.4
met5                0        -                     0
==> area by class of cell <==
cell class,count,area [um2]
clock buffer,6,72.6
clock inverter,1,30.0
fill,767,5070
inverter,15,56.3
multi-input combinational,172,1260
sequential,43,1080
tap,102,128
timing repair buffer,5,37.5
==> worst paths after layout <==
path | start | endpoint | depth (start not counted)
hold / removal | pwm_counter[7] | pwm_counter[7] | 1
min in group asynchronous | reset_n | pwm_counter[5] | 2
hold reg to reg | pwm_counter[7] | pwm_counter[7] | 1
max in group asynchronous | reset_n | clock_divider_count[18] | 2
setup / recovery | duty_cycle_reg[1] | PL_LED_G | 7
setup reg to reg | clock_divider_count[0] | clock_divider_count[24] | 6
Power and IR drop assume default switching activity.
